## ./design.v

```verilog
`timescale 1ps/1ps
module PIXEL_CONTROL (
                        CLK,
                        NRST_X,
                        EN_ALL_RA,
                        PIX_RESET,
                        PIX_STORE,
                        STORE_RESET,
                        COMP_EN_SEL,
                        MEM_SET_EN,
                        MEM_SET_CLR,
                        REGOUT_EN,
                        READ_MEM,
                        TRG_MODE,
                        TRG_DET,
                        EVT_NUM_END,
                        CF_RST,     
                        CDS_RST, 
                        RST_COMP1,
                        RST_COMP2,
                        COMP_EN, 
                        SEL_RST_VTH,
                        PIX_RESET_BUSY,
                        SREG_IN,
                        SREG_RST,
                        PIX_END,
                        MEM_SET_DONE,
                        AOUT_SEL,
                        TOUT_SEL,
                        REGOUT_SEL,
                        COLOUT_SEL,
                        LAST_MEM
                   ) ;
    input         CLK ;  
    input         NRST_X ;
    input         EN_ALL_RA ;
    input         PIX_RESET ;
    input         PIX_STORE ;
    input         STORE_RESET ;
    input         COMP_EN_SEL ;
    input         MEM_SET_EN ;
    input         MEM_SET_CLR ;
    input         REGOUT_EN ;
    input   [3:0] READ_MEM ;
    input         TRG_MODE ;
    input         TRG_DET  ;
    input         EVT_NUM_END ;
    output        CF_RST ;
    output        CDS_RST; 
    output        RST_COMP1;
    output        RST_COMP2;
    output        COMP_EN;  
    output        SEL_RST_VTH ;
    output        PIX_RESET_BUSY ;
    output        SREG_IN ;
    output        SREG_RST ;
    output        PIX_END ;
    output        MEM_SET_DONE ;
    output        AOUT_SEL ;
    output        TOUT_SEL ;
    output        REGOUT_SEL ;
    output  [2:0] COLOUT_SEL ;
    output        LAST_MEM ;
    reg          pix_run_en_r;
    reg          pix_end_r;
    reg          cf_rst_r;
    reg          cds_rst_r;
    reg          rst_comp1_r;
    reg          rst_comp2_r;
    reg          comp_en_always_r;
    reg          rst_vth_r ;
    reg   [7:0]  pix_cnt_r;  
    reg          comp_en_mask_r ;
    reg          mem_set_r ;
    reg   [3:0]  mem_set_cnt_r ;
    reg          mem_set_end_r ;
    reg          pix_store_r ;
    wire         pix_reset_mask ;
    wire         reset_start ;
    wire  [2:0]  colout_dec ;
    wire  [3:0]  last_mem_cnt ;
    wire         mem_set_pedge ;
    wire         pix_store_pedge ;
    wire         comp_en_sync ;
    parameter DELAY = 1 ;  
    parameter CF_RST_START = 8'd0;  
    parameter CF_RST_WIDTH = 8'd10;  
    parameter CF_RST_END = CF_RST_START + CF_RST_WIDTH;
    parameter RST_COMP1_WIDTH = 8'd15;  
    parameter RST_COMP1_END   = CF_RST_START + RST_COMP1_WIDTH;
    parameter RST_COMP2_WIDTH = 8'd20;  
    parameter RST_COMP2_END   = CF_RST_START + RST_COMP2_WIDTH;
    parameter RST_VTH_WIDTH   = 8'd25;  
    parameter RST_VTH_END     = CF_RST_START + RST_VTH_WIDTH ;
    parameter CDS_RST_WIDTH   = 8'd35;  
    parameter CDS_RST_END     = CF_RST_START + CDS_RST_WIDTH; 
    parameter PIX_END_START   = CDS_RST_END ; 
    parameter PIX_END_WIDTH   = 8'd1  ;  
    parameter PIX_END_END     = PIX_END_START + PIX_END_WIDTH;
    always @(posedge CLK or negedge NRST_X) begin
        if(!NRST_X)
            pix_store_r <= #DELAY 1'b0 ;
        else 
            pix_store_r <= #DELAY PIX_STORE ;
    end
    assign #DELAY pix_store_pedge = PIX_STORE & ~pix_store_r ;
    assign #DELAY pix_reset_mask = PIX_RESET & PIX_STORE & ~PIX_RESET_BUSY ; 
    assign #DELAY reset_start    = pix_reset_mask | ( TRG_MODE & pix_store_pedge ) ; 
    always @(posedge CLK or negedge NRST_X) begin
        if(!NRST_X)
            pix_run_en_r <= #DELAY 1'b0;
        else if( reset_start )
            pix_run_en_r <= #DELAY 1'b1;
        else if( PIX_END )
            pix_run_en_r <= #DELAY 1'b0;
    end
    always @(posedge CLK or negedge NRST_X) begin
        if(!NRST_X)
            pix_cnt_r <= #DELAY 8'd0;
        else if(pix_run_en_r)
            pix_cnt_r <= #DELAY pix_cnt_r + 8'd1;
        else
            pix_cnt_r <= #DELAY 8'd0;
    end
    always @(posedge CLK or negedge NRST_X) begin
        if(!NRST_X)
            cf_rst_r <= #DELAY 1'd0;
        else if(pix_cnt_r >= CF_RST_START && pix_cnt_r < CF_RST_END && pix_run_en_r)
            cf_rst_r <= #DELAY 1'd1;
        else
            cf_rst_r <= #DELAY 1'd0;
    end
    always @(posedge CLK or negedge NRST_X) begin
        if(!NRST_X)
            rst_comp1_r <= #DELAY 1'd0;
        else if(pix_cnt_r >= CF_RST_START && pix_cnt_r < RST_COMP1_END && pix_run_en_r && !TRG_MODE )
            rst_comp1_r <= #DELAY 1'd1;
        else
            rst_comp1_r <= #DELAY 1'd0;
    end
    always @(posedge CLK or negedge NRST_X) begin
        if(!NRST_X)
            rst_comp2_r <= #DELAY 1'd0;
        else if(pix_cnt_r >= CF_RST_START && pix_cnt_r < RST_COMP2_END && pix_run_en_r && !TRG_MODE )
            rst_comp2_r <= #DELAY 1'd1;
        else
            rst_comp2_r <= #DELAY 1'd0;
    end
    always @(posedge CLK or negedge NRST_X) begin
        if(!NRST_X)
            rst_vth_r <= #DELAY 1'd1 ;
        else if(pix_cnt_r >= CF_RST_START && pix_cnt_r < RST_VTH_END  && pix_run_en_r && !TRG_MODE )
            rst_vth_r <= #DELAY 1'd0 ;
        else
            rst_vth_r <= #DELAY 1'd1 ;
    end    
    always @(posedge CLK or negedge NRST_X) begin
        if(!NRST_X)
            cds_rst_r <= #DELAY 1'd0;
        else if(pix_cnt_r >= CF_RST_START && pix_cnt_r < CDS_RST_END && pix_run_en_r)
            cds_rst_r <= #DELAY 1'd1;
        else
            cds_rst_r <= #DELAY 1'd0;
    end
    always @(posedge CLK or negedge NRST_X) begin
        if(!NRST_X)
            comp_en_always_r <= #DELAY 1'd0;
        else if ( pix_cnt_r == CDS_RST_END && PIX_STORE )
                comp_en_always_r <= #DELAY 1'd1;
        else if ( PIX_RESET && ~pix_run_en_r )
                comp_en_always_r <= #DELAY 1'd0;        
    end
    always @(posedge CLK or negedge NRST_X) begin
        if(!NRST_X)
            comp_en_mask_r <= #DELAY 1'b0 ;
        else if ( ~PIX_STORE )
            comp_en_mask_r <= #DELAY 1'b0 ;    
        else if ( reset_start )
            comp_en_mask_r <= #DELAY 1'b1 ;
    end
    assign #DELAY comp_en_sync = comp_en_mask_r & pix_reset_mask ;
    always @(posedge CLK or negedge NRST_X) begin
        if(!NRST_X)
            pix_end_r <= #DELAY 1'b0;
        else if(pix_cnt_r >= PIX_END_START && pix_cnt_r < PIX_END_END && pix_run_en_r)
            pix_end_r <= #DELAY 1'b1;
        else
            pix_end_r <= #DELAY 1'b0;
    end
    always @(posedge CLK or negedge NRST_X) begin
        if(!NRST_X)
            mem_set_r <= #DELAY 1'b0 ;
        else 
            mem_set_r <= #DELAY MEM_SET_EN ;
    end
    assign #DELAY mem_set_pedge = MEM_SET_EN & ~mem_set_r ;
    always @(posedge CLK or negedge NRST_X) begin
        if(!NRST_X)
            mem_set_cnt_r <= #DELAY 4'd0 ;
        else if ( MEM_SET_CLR )
            mem_set_cnt_r <= #DELAY 4'd0 ;
        else if ( mem_set_pedge && !LAST_MEM ) 
            mem_set_cnt_r <= #DELAY mem_set_cnt_r + 4'd1 ;
    end
    always @(posedge CLK or negedge NRST_X) begin
        if(!NRST_X)
            mem_set_end_r <= #DELAY 1'b0 ;
        else 
            mem_set_end_r <= #DELAY mem_set_pedge ;
    end
    assign #DELAY last_mem_cnt = ( READ_MEM != 4'd0 ) ? READ_MEM - 4'd1 : 4'd0 ;     
    assign #DELAY colout_dec = ( mem_set_cnt_r[2:1] == 2'd0 ) ? 3'b001 :
                               ( mem_set_cnt_r[2:1] == 2'd1 ) ? 3'b010 :
                               ( mem_set_cnt_r[2:1] == 2'd2 ) ? 3'b100 : 3'b000 ;
    assign #DELAY CF_RST      = ( PIX_STORE ) ? cf_rst_r  : 1'b1 ; 
    assign #DELAY CDS_RST     = ( PIX_STORE ) ? cds_rst_r : 1'b1 ; 
    assign #DELAY RST_COMP1   = ( PIX_STORE & rst_comp1_r ) ;
    assign #DELAY RST_COMP2   = ( PIX_STORE & rst_comp2_r ) ;
    assign #DELAY SEL_RST_VTH = ( PIX_STORE ) ? rst_vth_r : 1'b1 ;
    assign #DELAY COMP_EN     = ( TRG_MODE == 1'b1 ) ? TRG_DET & comp_en_sync & ~EVT_NUM_END :
                                ( COMP_EN_SEL ) ? comp_en_always_r : comp_en_sync ;
    assign #DELAY PIX_RESET_BUSY   = pix_run_en_r;
    assign #DELAY PIX_END      = pix_end_r;
    assign #DELAY SREG_IN      = 1'b1 ;
    assign #DELAY SREG_RST     = STORE_RESET ;
    assign #DELAY AOUT_SEL     = ( mem_set_cnt_r[0] == 1'b0 ) & ~REGOUT_EN ;
    assign #DELAY TOUT_SEL     = ( mem_set_cnt_r[0] == 1'b1 ) & ~REGOUT_EN ;
    assign #DELAY REGOUT_SEL   = REGOUT_EN ;
    assign #DELAY COLOUT_SEL   = colout_dec ;
    assign #DELAY MEM_SET_DONE = mem_set_end_r ;
    assign #DELAY LAST_MEM     = ( mem_set_cnt_r == last_mem_cnt ) ;
endmodule  
```

## ./run.sh

```bash
#!/bin/bash
# OpenROAD 26Q1-2900-gdf79404cd8, Yosys 0.63+post, stock flow scripts
make -C /OpenROAD-flow-scripts/flow DESIGN_CONFIG=/design/flow/config.mk WORK_HOME=/design/flow/orfs finish
```

## ./config.mk

```make
export PLATFORM = sky130hd
export DESIGN_NAME = PIXEL_CONTROL
export DESIGN_NICKNAME = PIXEL_CONTROL
export VERILOG_FILES = /design/flow/design.v
export SDC_FILE = /design/flow/constraint.sdc
export NUM_CORES = 4
export LEC_CHECK = 1
export CORE_AREA = 10 10 92 92
export DIE_AREA = 0 0 102 102
```

## ./constraint.sdc

```tcl
current_design PIXEL_CONTROL

set clk_period 4.4
set clk_io_pct 0.2

create_clock -name clk0 -period $clk_period [get_ports {CLK}]

set non_clock_inputs [all_inputs -no_clocks]
set_input_delay [expr $clk_period * $clk_io_pct] -clock clk0 $non_clock_inputs
set_output_delay [expr $clk_period * $clk_io_pct] -clock clk0 [all_outputs]
```

==> CHANGELOG.md <==
### Metrics

* Status: finished clean
* Chip Area, Yosys at 1280 µm²
* Die ar. at ~10,000 µm²
* Synth Cell Area at 1280 µm²
* Chip width at 102 µm
* Post-synthesis sequential area ratio at 0.468
* Final setup margin at approximately 0.61 ns
* TritonCTS clock tree: yes
* Pin count of the biggest net entering global routing at 25
* F_max at 0.264 GHz
* Routed WL per cell at between 10 and 15 µm
* Via density at 4.17
* Max-slew violations at 0
* DRT iter0 DRCs at 85
* Final setup viols at 0
* Setup Skew at 0.00474 ns
* Root cell of the clock tree: clkbuf_8
* Pre-antenna DRT Iters at 3
* Top Ports at 35
* Critical Path Fanout Max at 7
* Global-route wire length before repair at 4690 µm
* Max_cap viols at 0
* Hold Path Class: reg2reg
* Detail Placement HPWL at around 2100 µm
* Clock Latency Late Sink at 0.26 ns
* EDFF count, synth at 0
* CP Class: in2out
* Worst-path cell chain: clkdlybuf4s50_1, nor2_1, a211o_2, a21oi_1, and3_2, clkdlybuf4s50_1
* Setup crit start kind: input port
* Initial antenna violation count at 0
* Cells after Synth at roughly 130
* Tool Warnings at 27
* Synth Area per Inst at 9.88 µm²
* Top cells, area: dfrtp_1, nor2_1, xor2_1, ha_1, a311oi_4
* Main flop type after synthesis: dfrtp_1
* Final hold vios at 0
* # resized after CTS at 0
* WP data arrival at 2.91 ns
* Worst IR drop on VDD at 0.0000997 V
* Antenna diode count at 0
* Fraction of registers with async set/reset at 1.00
* Final std cells w/o fill at 235
* Required time worst endpoint at 3.52 ns
* Maximum clock path buffer count at 2
* H-tree levels at 1
* RSZ-0062 raised after global routing: no
* Synth top cells by count: dfrtp_1, nor2_1, inv_1
* Via count at 979
* Min cycle time layout at 3.79 ns
* Clock slew seen by the registers of the worst setup and hold paths at 0.08 ns
* Registers, synthesis at 24
* Top area contributor share at 0.448
* CP Buf/Inv Count at 2
* Hold Buf Count CTS at 0
* Crit end category: output pin
* Vias in the first global route at about 970
* Cells after DPL at ~230
* Overflow left after global routing at 0
* Ys cells at 130
* Sink Count at 24
* Core Region at 6460 µm²
* CTS Buf Count at 3
* DRC errors left at 0
* Cell Pwr Density at 355 nW/µm²
* Yosys warnings at 1
* Yosys cell types at 45
* Die height at 102 µm
* Cell type with the largest total area: dfrtp_1
* Pre-CTS setup slack at 0.612 ns
* Tot GR Track Use at 0.0532
* Layout cell share with drive strength beyond 1 at 0.0886
* DRT antenna net count at 0
* FP Util at 0.199
* TNS Setup at 0 ns
* Gpl congestion at 0.784
* CP most frequent cell: clkdlybuf4s50_1
* Count leader, synth: dfrtp_1
* Post-CTS setup buffers at 0
* Leakage at 0.728 nW
* Top delay family on crit path: buffers and inverters
* Routed wire length at 2760 µm
* Row count at 29
* Critical-path top delay cell: clkdlybuf4s50_1
* Max incr delay on CP at 0.59 ns
* Area Overhead vs Synth at 32.7%
* Fin crit share at 0.861
* PortBufs at 30
[layer usage]
| metal | GRT usage | wire, µm | vias to the layer above |
|---|---|---|---|
| met4 | 0.00976 | 41 | 0 |
| met3 | 0.0116 | 125 | 2 |
| li1 | - | - | 505 |
| met2 | 0.0790 | 1240 | 13 |
| met1 | 0.0787 | 1350 | 459 |
| met5 | 0 | 0 | - |
[cell usage in the layout (no fill, tap or decap), types with 3 or more instances in the layout]
| cell | n |
|---|---|
| clkdlybuf4s50_1 | 30 |
| dfrtp_1 | 23 |
| nor2_1 | 19 |
| inv_1 | 7 |
| nand3_1 | 5 |
| xor2_1 | 5 |
| nand2_1 | 5 |
| a21oi_1 | 4 |
| o21ai_0 | 4 |
| nand2b_1 | 4 |
| xnor2_1 | 3 |
| and2_1 | 3 |
| nor2b_1 | 3 |
| ha_1 | 3 |
| clkbuf_8 | 3 |
[layout make-up]
type                       count  area (µm²)
sequential                    24         602
timing repair buffer          31         308
clock inverter                 1        30.0
tap                           77        96.3
fill                         677        4750
inverter                       7        26.3
multi-input combinational     92         602
clock buffer                   3        41.3
[through the flow]
stage | utilization | hold WS (ns) | cell area [µm²] | power, mW
finish | 0.264 | 0.470 | 1710 | 0.605
global route | 0.264 | 0.500 | 1710 | 0.649
CTS | 0.264 | 0.478 | 1710 | 0.615
detailed placement | 0.253 | 0.465 | 1630 | 0.422
global placement | 0.253 | 0.468 | 1630 | 0.421
floorplan | - | 0.400 | 1280 | 0.363
[worst register-to-register path, cell delays in order (launching register included)]
cell and delay (ns):
dfrtp_1 0.52, nor3b_1 0.23, a21oi_1 0.06, o221a_2 0.29, a311oi_4 0.39, nand4_1 0.15
mux2_1 0.33
[power by group]
group          leakage [nW]  switching (mW)  internal (mW)
sequential            0.300          0.0262          0.250
clock                0.0357          0.0681          0.122
combinational         0.392          0.0612         0.0777
total                 0.728           0.156          0.449
[kinds of logic (layout without fill, tap and decap cells)]
| logic type | after synthesis | after routing | synth area share |
|---|---|---|---|
| other cells | 1 | 1 | 0.00292 |
| simple gates | 54 | 54 | 0.215 |
| xor+xnor | 8 | 8 | 0.0545 |
| buf+inv | 14 | 42 | 0.0633 |
| compound gates | 24 | 24 | 0.150 |
| flops | 24 | 24 | 0.468 |
| mux | 2 | 2 | 0.0166 |
| fa+ha+maj | 3 | 3 | 0.0292 |
[state kept, by name, summed over array words and instances (netlist names)]
signal,cells
rst_vth_r,1
comp_en_always_r,1
cds_rst_r,1
cf_rst_r,1
pix_store_r,1
rst_comp2_r,1
pix_cnt_r,8
mem_set_cnt_r,4
mem_set_end_r,1
rst_comp1_r,1
comp_en_mask_r,1
pix_end_r,1
pix_run_en_r,1
mem_set_r,1
[worst paths after layout]
kind                                              startpoint                           end  slack, ns  depth (start not counted)
max in group asynchronous                             NRST_X           rst_vth_r$_DFF_PN1_       3.16                          2
worst min-delay path                  pix_cnt_r[0]$_DFF_PN0_        pix_cnt_r[0]$_DFF_PN0_       0.47                          1
worst max register to register  mem_set_cnt_r[1]$_DFFE_PN0P_  mem_set_cnt_r[3]$_DFFE_PN0P_       2.32                          6
worst max-delay path                             READ_MEM[2]                      LAST_MEM       0.61                          6
worst min register to register        pix_cnt_r[0]$_DFF_PN0_        pix_cnt_r[0]$_DFF_PN0_       0.47                          1
min in group asynchronous                             NRST_X        pix_cnt_r[1]$_DFF_PN0_       0.96                          2
Power is estimated from default activity; no workload was simulated.
